$ cat design/flow/run.sh
#!/bin/bash
# OpenROAD 26Q1-2900-gdf79404cd8, Yosys 0.63+post, stock flow scripts
make -C /OpenROAD-flow-scripts/flow DESIGN_CONFIG=/design/flow/config.mk WORK_HOME=/design/flow/orfs finish
$ cat design/flow/config.mk
export PLATFORM = sky130hd
export DESIGN_NAME = mul_div
export DESIGN_NICKNAME = mul_div
export VERILOG_FILES = /design/flow/design.v
export SDC_FILE = /design/flow/constraint.sdc
export NUM_CORES = 4
export LEC_CHECK = 1
export CORE_UTILIZATION = 50
$ cat design/flow/constraint.sdc
current_design mul_div

set clk_period 216.6
set clk_io_pct 0.2

create_clock -name clk0 -period $clk_period [get_ports {clk}]

set non_clock_inputs [all_inputs -no_clocks]
set_input_delay [expr $clk_period * $clk_io_pct] -clock clk0 $non_clock_inputs
set_output_delay [expr $clk_period * $clk_io_pct] -clock clk0 [all_outputs]
$ cat design/flow/design.v
`timescale 1ns / 1ps
module divisor_clk #(parameter WIDTH = 24,
                 parameter WIDTHZ = (WIDTH*2)) 
(
    input logic clk,          
    input logic arst,         
    input logic start, 
    input logic [WIDTH-1:0] a, 
    input logic [WIDTH-1:0] b, 
    output logic done, 
    output logic div_by_zero,               
    output logic [WIDTH-1:0] q, 
    output logic [WIDTH-1:0] f,
    output logic [WIDTHZ-1:0] z
);
    typedef enum logic [1:0] {
        IDLE, COMPUTE_INT, COMPUTE_FRAC, DONE
    } state_t;
    state_t state, next_state;
    logic [WIDTH-1:0] part_r, next_part_r;
    logic [WIDTH-1:0] d, next_d;
    logic [WIDTH-1:0] q_i, next_q_i; 
    logic [WIDTH-1:0] next_q, next_f;
    logic [5:0] bit_counter, next_bit_counter;
    logic next_done, next_div_by_zero;
    logic [WIDTHZ-1:0] next_z;
    always_comb begin
        next_state = state;
        next_part_r = part_r;
        next_q_i = q_i;
        next_q = q;
        next_f = f;
        next_bit_counter = bit_counter;
        next_done = 0;
        next_div_by_zero = 0;
        next_d = d;
        next_z = z;
        case (state)
            IDLE: begin
                if (start) begin
                    if (b == 0) begin
                        next_div_by_zero = 1;
                        next_q = 0;
                        next_f = 0;
                        next_state = DONE;
                    end else if (a < b) begin
                        next_q = 0;
                        next_part_r = a; 
                        next_bit_counter = 0;
                        next_f = 0;
                        next_state = COMPUTE_FRAC;
                    end else begin
                        next_div_by_zero = 0;
                        next_part_r = 0;
                        next_q_i = 0;
                        next_bit_counter = WIDTH;
                        next_state = COMPUTE_INT;
                    end
                end
            end
            COMPUTE_INT: begin
                if (bit_counter > 0) begin
                    next_part_r = {part_r[WIDTH-2:0], a[bit_counter-1]};
                    next_d = next_part_r - b;
                    if (next_d[WIDTH-1] == 0) begin
                        next_q_i = {q_i[WIDTH-2:0], 1'b1};
                        next_part_r = next_d;
                    end else begin
                        next_q_i = {q_i[WIDTH-2:0], 1'b0};
                    end
                    next_bit_counter = bit_counter - 1;
                end else begin
                    next_q = q_i;
                    next_bit_counter = 0;
                    next_f = 0;
                    next_state = COMPUTE_FRAC;
                end
            end
            COMPUTE_FRAC: begin
                for (int i = 0; i < WIDTH; i = i + 1) begin
                    next_part_r = next_part_r << 1;
                    if (next_part_r >= b) begin
                        next_part_r = next_part_r - b;
                        next_f = {next_f[WIDTH-2:0], 1'b1};
                    end else begin
                        next_f = {next_f[WIDTH-2:0], 1'b0};
                    end
                end
                next_state = DONE;
            end
            DONE: begin
                next_done = 1;
                next_z = {next_q, next_f};
                if (!start) begin  
                    next_state = IDLE;
                end
            end
        endcase
    end
    always_ff @(posedge clk or posedge arst) begin
        if (arst) begin
            q <= 0;
            f <= 0;
            part_r <= 0;
            div_by_zero <= 0;
            done <= 0;
            state <= IDLE;
            bit_counter <= 0;
            z <= 0;
        end else begin
            q <= next_q;
            f <= next_f;
            part_r <= next_part_r;
            div_by_zero <= next_div_by_zero;
            done <= next_done;
            state <= next_state;
            bit_counter <= next_bit_counter;
            q_i <= next_q_i;
            d <= next_d;
            z <= next_z;
        end
    end
endmodule
`timescale 1ns / 1ps
module exponent_logic(
    input [7:0] e_a, e_b,  
    input clk, arst, en, sel,  
    output [9:0] e  
    );
	wire [7:0] temp1,temp2; 
    wire [8:0] temp3;
	reg [7:0] buffer1, buffer2;
    reg [8:0] buffer3, buffer4;
    assign temp1 = ~e_b + 1'b1;  
    assign temp2 = (sel)? temp1 : e_b;  
    assign temp3 = (sel)? 9'h07f : 9'h181;  
    always@(posedge clk or posedge arst)begin
        if(arst) begin
            buffer1 <= 8'h00;
            buffer2 <= 8'h00;
            buffer3 <= 9'h000;
        end else if(en) begin
            buffer1 <= temp2;
            buffer2 <= e_a;
            buffer3 <= buffer1+buffer2; 
        end
    end
    assign e = buffer3+temp3; 
endmodule
module mul1b (si,x,y,ci,so,co);
	input 			   si,x,y,ci;
	output			   so,co;
	wire			  			x0;
	assign x0=x&y;
	sum1b      n0       (.a(si),.b(x0),.ci(ci),.so(so),.co(co));
endmodule 
`timescale 1ns / 1ps
module mul_div(
    input [31:0] a, b,
    input clk, arst, en, sel,
    output done_div,
    output [31:0] R,
    output [23:0] q_div, f_div,
    output io_flag, dz_flag, of_flag, uf_flag, i_flag
    );
    wire [9:0] temp1;
    wire [47:0] temp2, temp3 , temp4;
    wire [25:0] temp5;
    sign_logic sign_logic_i(
        .s_a(a[31]),
        .s_b(b[31]),
        .clk(clk),
        .arst(arst), 
        .en(en),
        .s_r(R[31])
    );
    exponent_logic exponent_logic_i(
        .e_a(a[30:23]), 
        .e_b(b[30:23]),
        .clk(clk),
        .arst(arst),
        .en(en),
        .sel(sel),
        .e(temp1)
    );
    mul #(.N(24)) mul_i (
        .x({1'b1,a[22:0]}),
        .y({1'b1,b[22:0]}),
        .clk(clk),
        .rst(arst),
        .z(temp2)
    );
    divisor_clk #(24, 48) divisor_clk_i(
        .clk(clk),
        .arst(arst),
        .start(clk),
        .a({1'b1,a[22:0]}),
        .b({1'b1,b[22:0]}),
        .done(done_div),
        .div_by_zero(dz_flag),
        .q(q_div),
        .f(f_div),
        .z(temp3)
    );
    normalizer normalizer_i(
        .mantissa_mul(temp2),
        .mantissa_div(temp3),
        .exponent_add(temp1),
        .sel(sel),
        .clk(clk),
        .arst(arst),
        .en(en),
        .mantissa_normalize(temp5),
        .exponent_single(R[30:23])
    );
    rounding rounding_i(
        .mul_normalize(temp5),
        .clk(clk),
        .arst(arst),
        .en(en),
        .mul_single(R[22:0])
    );
endmodule
module flipflop (
    input clk,
    input rst,
    input in,
    output reg out
);
    always @(posedge clk) begin
        if (rst) out <= 1'b0;
        else     out <= in;
    end
endmodule
module mul #(parameter N = 23) (
    input [N-1:0] x,
    input [N-1:0] y,
    input clk,
    input rst,
    output [2*N-1:0] z
);
    wire [N-2:0] sx [N-1];
    wire [N-2:0] sx_reg [N-1];
    wire cx [N-2:0];
    wire cx_reg [N-2:0];
    wire z_out [N-1];
    wire y_reg [N-1];
    wire [N-1:0] x_reg [N-1];
    genvar i;
    generate
        for (i = 0; i < N; i = i + 1) begin : gen_step
            if (i == 0) begin
                parallel_shift #(1, N) x_delay0 (
                    .clk(clk),
                    .rst(rst),
                    .in(x),
                    .out(x_reg[0])
                );
                step #(N) h0 (
                    .X(x),
                    .Y(y[0]),
                    .Si(1'b0),
                    .Sx({(N-1){1'b0}}),
                    .So({sx[0], z_out[0]}),
                    .Co(cx[0])
                );
                shift #(1) Cx_delay0 (
                    .clk(clk),
                    .rst(rst),
                    .in(cx[0]),
                    .out(cx_reg[0])
                );
                parallel_shift #(1, N-1) Sx_delay0 (
                    .clk(clk),
                    .rst(rst),
                    .in(sx[0]),
                    .out(sx_reg[0])
                );
                shift #(N-1) S0_delay0 (
                    .clk(clk),
                    .rst(rst),
                    .in(z_out[0]),
                    .out(z[0])
                );
            end else if (i == N-1) begin
                shift #(N-1) y_delay (
                    .clk(clk),
                    .rst(rst),
                    .in(y[N-1]),
                    .out(y_reg[N-2])
                );
                step #(N) h (
                    .X(x_reg[N-2]),
                    .Y(y_reg[N-2]),
                    .Si(cx_reg[i-1]),
                    .Sx(sx_reg[i-1]),
                    .So(z[2*N-2:N-1]),
                    .Co(z[2*N-1])
                );
            end else begin
                parallel_shift #(1, N) x_delay (
                    .clk(clk),
                    .rst(rst),
                    .in(x_reg[i-1]),
                    .out(x_reg[i])
                );
                shift #(i) y_delay (
                    .clk(clk),
                    .rst(rst),
                    .in(y[i]),
                    .out(y_reg[i-1])
                );
                step #(N) h (
                    .X(x_reg[i-1]),
                    .Y(y_reg[i-1]),
                    .Si(cx_reg[i-1]),
                    .Sx(sx_reg[i-1]),
                    .So({sx[i], z_out[i]}),
                    .Co(cx[i])
                );
                shift #(1) Cx_delay (
                    .clk(clk),
                    .rst(rst),
                    .in(cx[i]),
                    .out(cx_reg[i])
                );
                parallel_shift #(1, N-1) Sx_delay (
                    .clk(clk),
                    .rst(rst),
                    .in(sx[i]),
                    .out(sx_reg[i])
                );
                shift #(N-1-i) S0_delay (
                    .clk(clk),
                    .rst(rst),
                    .in(z_out[i]),
                    .out(z[i])
                );
            end
        end
    endgenerate
endmodule
module parallel_shift #(parameter DELAY=4, WIDTH=10)(
    input clk,
    input rst,
    input [WIDTH-1:0] in,
    output [WIDTH-1:0] out
);
    genvar i;
    generate
        for (i = 0; i < WIDTH;i = i + 1) begin
            shift #(DELAY) s (
                .clk(clk),
                .rst(rst),
                .in(in[i]),
                .out(out[i])
            );
        end
    endgenerate
endmodule
module shift #(parameter DELAY = 4)(
    input clk,
    input rst,
    input in,
    output out
); 
    wire _wire [DELAY:0];
    genvar i;
    generate
        for (i = 0; i<DELAY; i = i + 1) begin
            flipflop ff (.clk(clk),
                         .rst(rst),
                         .in(_wire[i]),
                         .out(_wire[i+1]));
        end
    endgenerate
    assign _wire[0]  = in;
    assign out = _wire[DELAY];
endmodule
`timescale 1ns / 1ps
module normalizer(
    input [47:0] mantissa_mul,  
    input [47:0] mantissa_div,  
    input [9:0] exponent_add,   
    input sel, clk, arst, en,   
    output [25:0] mantissa_normalize,  
    output [7:0] exponent_single  
    );
    wire [10:0] temp1;
    reg [47:0] temp_mul, temp_div;
    assign temp_mul = (mantissa_mul[47]) ? mantissa_mul[46:21] : mantissa_mul[45:20];  
    assign temp1 = (mantissa_mul[47]) ? exponent_add + 1'b1 : exponent_add;  
    assign exponent_single = temp1[7:0];  
	assign temp_div = (mantissa_div[47]) ? mantissa_div[46:21] :
                      (mantissa_div[47:46] == 2'b01) ? mantissa_div[45:20] :
                      (mantissa_div[47:45] == 3'b001) ? mantissa_div[44:19] :
                      (mantissa_div[47:44] == 4'b0001) ? mantissa_div[43:18] :
                      (mantissa_div[47:43] == 5'b00001) ? mantissa_div[42:17] :
                      (mantissa_div[47:42] == 6'b000001) ? mantissa_div[41:16] :
                      (mantissa_div[47:41] == 7'b0000001) ? mantissa_div[40:15] :
                      (mantissa_div[47:40] == 8'b00000001) ? mantissa_div[39:14] :
                      (mantissa_div[47:39] == 9'b000000001) ? mantissa_div[38:13] :
                      (mantissa_div[47:38] == 10'b0000000001) ? mantissa_div[37:12] :
                      (mantissa_div[47:37] == 11'b00000000001) ? mantissa_div[36:11] :
                      (mantissa_div[47:36] == 12'b000000000001) ? mantissa_div[35:10] :
                      (mantissa_div[47:35] == 13'b0000000000001) ? mantissa_div[34:9] :
                      (mantissa_div[47:34] == 14'b00000000000001) ? mantissa_div[33:8] :
                      (mantissa_div[47:33] == 15'b000000000000001) ? mantissa_div[32:7] :
                      (mantissa_div[47:32] == 16'b0000000000000001) ? mantissa_div[31:6] :
                      (mantissa_div[47:31] == 17'b00000000000000001) ? mantissa_div[30:5] :
                      (mantissa_div[47:30] == 18'b000000000000000001) ? mantissa_div[29:4] :
                      (mantissa_div[47:29] == 19'b0000000000000000001) ? mantissa_div[28:3] :
                      (mantissa_div[47:28] == 20'b00000000000000000001) ? mantissa_div[27:2] :
                      (mantissa_div[47:27] == 21'b000000000000000000001) ? mantissa_div[26:1] :
                      mantissa_div[25:0];
    assign mantissa_normalize = sel ? temp_div : temp_mul;
endmodule
`timescale 1ns / 1ps
module rounding(
    input [25:0] mul_normalize,  
    input clk, arst, en,
    output [22:0] mul_single 
    );
    assign mul_single = mul_normalize[25:3];
endmodule
`timescale 1ns / 1ps
module sign_logic(
    input s_a, s_b,  
    input clk, arst, en,  
    output s_r  
    );
    reg [22:0] buffer; 
    wire s;
    assign s = s_a^s_b; 
    always@(posedge clk or posedge arst) begin
        if (arst) begin
            buffer <= 23'b0;
        end else if (en) begin
            buffer <= {s,buffer[22:1]};
        end
    end
    assign s_r = buffer[0];
endmodule
`timescale 1ns / 1ps
module step #(parameter N = 23) (
        input [N-1:0] X,
        input [N-2:0] Sx,
        input Y, Si,
        output [N-1:0] So,
        output Co
    );
	wire [N-2:0] Cx;
	genvar i;
	generate
		for (i = 0; i < N; i = i + 1) begin : mul1b_gen
			if (i == 0) begin
				mul1b n0 (.si(Sx[i]), .x(X[i]), .y(Y), .ci(0), .so(So[i]), .co(Cx[i]));
			end else if (i == N-1) begin
				mul1b n_last (.si(Si), .x(X[i]), .y(Y), .ci(Cx[i-1]), .so(So[i]), .co(Co));
			end else begin
				mul1b n (.si(Sx[i]), .x(X[i]), .y(Y), .ci(Cx[i-1]), .so(So[i]), .co(Cx[i]));
			end
		end
	endgenerate
endmodule
`timescale 1ns / 1ps
module sum1b (a,b,ci,so,co);
	input 			   a,b,ci;
	output			   so,co;
	wire			  			x0,x1,x2;
	assign x0=a^b;
	assign x1=x0&ci;
	assign x2=a&b;
	assign so=x0^ci;
	assign co=x1|x2;
endmodule
==> out/metrics.csv <==
stage,metric,value,unit
floorplanning,core,190000,µm²
layout,layout-drive-gt1-share,0.0956,
critical_path,regToRegSetupSlack,123.41,ns
layout,seq_area,32200,µm²
final_timing,finalCriticalPeriod,136.00,ns
synth,synth.distinct_cells,116,
critical_path,cp-start-kind,input port,
clock_tree,cts-resized-gates,0,
clock_tree,clk_latency,0.93,ns
critical_path,crit_fanout,52,
floorplanning,dieArea,194000,µm²
critical_path,crit_required,217.36,ns
synth,yosys_cells,10100,
final_timing,fmax,7.35,MHz
synth,numSynthFlops,1554,
layout,syn_to_final_growth,10.6,%
global_routing,grt_usage,0.254,
layout,combGateArea,60600,µm²
synth,syn_avg_cell_area,9.49,µm²
critical_path,crit_type,input port to flop,
floorplanning,die_h,440,µm
global_routing,grtUsageMet2,0.393,
final_timing,hold_violations,0,
final_timing,slew_headroom,-1.85,
detailed_routing,route.detailed.drc,0,
placed_design,hpwl,172000,µm
synth,async_flop_share,0.112,
global_routing,met1_usage,0.369,
floorplanning,initCoreUtil,0.504,
final_timing,rsz0062_at_grt,no,
synth,yosysSeqAreaShare,0.336,
final_timing,maxSlewViolCount,25,
final_timing,fin_crit_sh,0.628,
detailed_routing,drt_first_iter_violations,3735,
clock_tree,hold_buffers,0,
detailed_routing,wl,234000,µm
detailed_routing,via_per_inst,5.38,
final_timing,finalSetupTns,0,ns
global_routing,overflow,0,
synth,syn_area,95900,µm²
detailed_routing,drtPass1Iterations,9,
synth,synthFlopType,dfxtp_1,
detailed_routing,wl_per_cell,18.3,µm
global_routing,grt_pass1_vias,66700,
hold_path,hold_path_class,clock port to flop,
run_status,status,"finished, violations left",
floorplanning,io_pins,154,
critical_path,slowest_delay,0.66,ns
clock_tree,cts_tree,yes,
run_status,violations,"max-capacitance violations, max-slew violations",
global_routing,grt_antenna_before_repair,10,
detailed_routing,vias,68500,
synth,ys.warnings.count,35,
critical_path,end_kind,flop,
flow_run,warning_count,122,
global_routing,busiest_layer,met2,
clock_tree,cts_setup_buffers,0,
global_routing,grt_pass1_wl,367000,µm
synth,yosysChipArea,95900,µm²
final_timing,skew,0.0540,ns
global_routing,grt_start_max_net_pins,179,
global_routing,use_met3,0.0520,
synth,edf_count,24,
critical_path,worst_path_most_repeated_cell,o21a_1,
final_timing,setup_violations,0,
floorplanning,die_w,440,µm
final_timing,worstMarginPinSlew,4.27,ns
clock_tree,cts.reportedPaths.clkPinSlew,0.06,ns
flow_run,maxCapViolCount,1,
floorplanning,rows,160,
critical_path,arrival,136.76,ns
placed_design,finalWeightedCongestion,0.975,
layout,nFillCells,16400,
critical_path,crit_slowest_cell,a2111oi_0,
placed_design,port_buffers,148,
detailed_routing,ant_nets,0,
synth,syn_inst,10100,
==> area by class of cell <==
class                           count  share of cell area
Tap cell                         2511              0.0296
Multi-Input combinational cell   7750               0.571
Antenna cell                        4           0.0000943
Clock inverter                     66             0.00937
Inverter                          312              0.0111
Sequential cell                  1554               0.304
Timing Repair Buffer              289              0.0244
Clock buffer                      264              0.0504
==> cells by family (layout without fill, tap and decap cells) <==
logic type / after synthesis / in the layout / synth area share
other: 1 / 9 / 0.0000391
AND/OR/NAND/NOR: 3620 / 3620 / 0.202
adder cells (fa/ha/maj): 1102 / 1102 / 0.185
buffers and inverters: 811 / 931 / 0.0332
flip-flops: 1554 / 1554 / 0.336
multiplexers: 635 / 635 / 0.0730
XOR/XNOR: 386 / 386 / 0.0352
AND-OR/OR-AND: 2002 / 2002 / 0.135
==> Yosys cell counts, drive strengths merged, types with 136 or more instances <==
library cell,n,share of area
dfrtp,173,0.045
a21oi,519,0.028
ha,570,0.074
clkbuf,396,0.015
nor2,773,0.030
mux2i,197,0.021
nand2,482,0.019
a21o,257,0.020
inv,312,0.012
o21ai,486,0.026
nor2b,1302,0.085
dfxtp,1356,0.28
a211oi,136,0.011
fa,532,0.11
xor2,171,0.016
o21a,167,0.013
xnor2,215,0.020
mux2,433,0.051
and2,549,0.036
==> worst max-delay path: cells and delay by family <==
| family | cells | cell delay (ns) |
|---|---|---|
| multiplexers | 22 | 7.13 |
| buffers and inverters | 21 | 5.34 |
| AND-OR/OR-AND | 324 | 64.55 |
| AND/OR/NAND/NOR | 48 | 8.25 |
| adder cells (fa/ha/maj) | 25 | 7.88 |
==> routing by layer <==
layer	vias to the layer above	wire [µm]
met2	1516	108000
li1	34400	-
met4	8	8520
met3	502	13000
met1	32200	104000
met5	-	61
==> cell usage in the layout (no fill, tap or decap), types with 172 or more instances in the layout <==
cell / netlist / layout
a21o_1: 257 / 257
a21oi_1: 509 / 508
and2_1: 549 / 549
clkbuf_16: 0 / 189
dfrtp_1: 173 / 172
dfxtp_1: 1356 / 1356
fa_1: 532 / 532
ha_1: 570 / 570
inv_1: 311 / 310
mux2_2: 424 / 424
mux2i_1: 195 / 195
nand2_1: 481 / 481
nor2_1: 769 / 764
nor2b_1: 1302 / 1302
o21ai_0: 467 / 467
xnor2_1: 215 / 214
==> stage by stage <==
stage          instance area, µm²  setup WS (ns)  std cells  hold WS (ns)   util
6_report                   106000          80.60      12800         0.327  0.558
5_1_grt                    106000          73.82      12700         0.311  0.557
3_5_place_dp                99800          80.71      12400        0.0326  0.524
3_3_place_gp                99800          81.79      12400        0.0326  0.524
2_1_floorplan               96000          85.38      10100        0.0326      -
4_1_cts                    106000          81.31      12700         0.290  0.557
==> worst paths after layout <==
check / startpoint / end / cells past startpoint
max reg2reg: divisor_clk_i.part_r[18] / divisor_clk_i.part_r[20] / 436
max: b[1] / divisor_clk_i.part_r[20] / 440
min in group asynchronous: arst / divisor_clk_i.part_r[1] / 3
max in group asynchronous: arst / divisor_clk_i.q[1] / 5
min: clk / divisor_clk_i.state[0] / 11
min reg2reg: flop / flop / 1
