==> ./design.v <==
module mul1b (si,x,y,ci,so,co);
	input 			   si,x,y,ci;
	output			   so,co;
	wire			  			x0;
	assign x0=x&y;
	sum1b      n0       (.a(si),.b(x0),.ci(ci),.so(so),.co(co));
endmodule 
`timescale 1ns / 1ps
module mul_cascode #(parameter N = 10) (
    input [N-1:0] x,
    input [N-1:0] y,
    output[2*N-1:0] z
);
    wire [(N-1)*(N-1)-1:0] sx;
    wire [N-2:0] cx;
    genvar i;
    generate
        for (i = 0; i < N; i = i + 1) begin : gen_step
            if (i == 0) begin
            step #(N) h (.X(x[N-1:0]),
                         .Y(y[i]),
                         .Si(0),
                         .Sx(0),
                         .So({sx[(i+1)*(N-1)-1:i*(N-1)],z[i]}),
                         .Co(cx[i]));
            end else if (i == N-1) begin
            step #(N) h (.X(x[N-1:0]),
                         .Y(y[i]),
                         .Si(cx[i-1]),
                         .Sx(sx[i*(N-1)-1:(i-1)*(N-1)]),
                         .So(z[i+N-1:i]),
                         .Co(z[2*N-1]));
            end else begin
            step #(N) h (.X(x[N-1:0]),
                         .Y(y[i]),
                         .Si(cx[i-1]),
                         .Sx(sx[i*(N-1)-1:(i-1)*(N-1)]),
                         .So({sx[(i+1)*(N-1)-1:i*(N-1)],z[i]}),
                         .Co(cx[i]));
            end
        end
    endgenerate
endmodule
`timescale 1ns / 1ps
module step #(parameter N = 23) (
        input [N-1:0] X,
        input [N-2:0] Sx,
        input Y, Si,
        output [N-1:0] So,
        output Co
    );
	wire [N-2:0] Cx;
	genvar i;
	generate
		for (i = 0; i < N; i = i + 1) begin : mul1b_gen
			if (i == 0) begin
				mul1b n0 (.si(Sx[i]), .x(X[i]), .y(Y), .ci(0), .so(So[i]), .co(Cx[i]));
			end else if (i == N-1) begin
				mul1b n_last (.si(Si), .x(X[i]), .y(Y), .ci(Cx[i-1]), .so(So[i]), .co(Co));
			end else begin
				mul1b n (.si(Sx[i]), .x(X[i]), .y(Y), .ci(Cx[i-1]), .so(So[i]), .co(Cx[i]));
			end
		end
	endgenerate
endmodule
`timescale 1ns / 1ps
module sum1b (a,b,ci,so,co);
	input 			   a,b,ci;
	output			   so,co;
	wire			  			x0,x1,x2;
	assign x0=a^b;
	assign x1=x0&ci;
	assign x2=a&b;
	assign so=x0^ci;
	assign co=x1|x2;
endmodule
==> ./run.sh <==
#!/bin/bash
# OpenROAD 26Q1-2900-gdf79404cd8, Yosys 0.63+post, stock flow scripts
make -C /OpenROAD-flow-scripts/flow DESIGN_CONFIG=/design/flow/config.mk WORK_HOME=/design/flow/orfs finish
==> ./config.mk <==
export PLATFORM = sky130hd
export DESIGN_NAME = mul_cascode
export DESIGN_NICKNAME = mul_cascode
export VERILOG_FILES = /design/flow/design.v
export SDC_FILE = /design/flow/constraint.sdc
export NUM_CORES = 4
export LEC_CHECK = 1
export CORE_UTILIZATION = 50
==> ./constraint.sdc <==
current_design mul_cascode

set clk_period 18.5
set clk_io_pct 0.2

create_clock -name clk0 -period $clk_period

set non_clock_inputs [all_inputs -no_clocks]
set_input_delay [expr $clk_period * $clk_io_pct] -clock clk0 $non_clock_inputs
set_output_delay [expr $clk_period * $clk_io_pct] -clock clk0 [all_outputs]
==> impl_metrics.yaml <==
# yosys + openroad results
run_status:
  outcome: "complete, no violations"
synth:
  synthCells: 236
  ys_chip_area_um2: 2579
  yosysWarnings: 3
  syn_avg_cell_area_um2: 10.93
  synth.most_common_cell: "and2_1"
  syn-cell-area_um2: 2579
  ys_top_cells_by_count: "87 x and2_1, 80 x fa_1, 25 x inv_1, 21 x buf_4, 11 x nand2_1"
  ys_cells: 236
  synthDistinctLibCells: 7
  topCellsByArea: "fa_1 62%, and2_1 21%, buf_4 6.1%"
  postSynthSeqShare_pct: 0
  top_area_cell: "fa_1"
  top_cell_area_share_pct: 62.11
sta:
  setup_violations: 0
  slew_headroom_pct: 79.63
  period_used_pct: 99.25
  tightestPinTransition_ns: 0.3046
  rsz0062_at_grt: "true"
  max_freq_mhz: 54.46
  final.min_clock_period_ns: 18.36
  hold_viol: 0
  fin_ws_ns: 0.1381
  slew_viol_final: 0
critical_path:
  crit_type: "in -> out"
  crit_arrival_ns: 14.66
  slowest_stage: "fa_2"
  critPathRequiredTime_ns: 14.80
  crit_top_cell: "fa_2"
  critical_path.max_fanout: 2
  end_kind: "output port"
  start_kind: "input pin"
  slowest_delay_ns: 0.55
layout:
  final_core_utilization_pct: 65.29
  nClkBuffers: 0
  layout-drive-gt1-share_pct: 35.85
  syn_to_final_growth_pct: 22.76
  seq_area_um2: 0
  post-route-cell-area_um2: 3166
  numSequentialCells: 0
clock_tree:
  cts_hold_buf: 0
floorplanning:
  rows: 25
  die-width_um: 73.82
  io_pins: 40
  fp_util_pct: 53.19
  die_h_um: 73.82
  chip_area_um2: 5449
  fp.coreArea_um2: 4848
routing:
  dr.pass1.iters: 3
  insertedDiodeCount: 0
  route.detailed.drc: 0
  wl_per_cell_um: 10.43
  via_per_inst: 4.620
  drt_iter0_markers: 9
  ant_nets: 0
  num_vias: 1534
  routed_wl_mm: 3.464
grt:
  grt_usage_pct: 16.75
  antenna_found_initial: 0
  grtUsageMet1_pct: 28.73
  grt_pass1_vias: 1625
  gr-total-overflow: 0
  grt_pass1_wl_mm: 6.789
  grt_max_degree: 11
  busiest_layer: "met1"
  use_met3_pct: 2.080
  grt_util_met2_pct: 27.32
place:
  gp_congestion: 0.7369
  portBuffers: 40
  place_area_um2: 3095
  dp_slack_ns: -1.227
  hpwl_mm: 3.351
hold_path:
  min_path_type: "in -> out"
flow_run:
  warning_count: 35
  max_cap_viol_count: 0
layout make-up:
class / instances / area [um^2]
inverter: 25 / 93.84
tap: 67 / 83.83
timing repair buffer: 50 / 471.7
fill: 403 / 1683
multi-input combinational: 190 / 2516
metal layers:
layer	part of all wire (%)	vias to the layer above	routed length [um]
met3	3.7	0	127
met1	45	769	1551
met5	0	-	0
met4	0	0	0
met2	52	31	1785
li1	-	734	-
stage by stage:
stage / setup TNS, ns / std cells / hold slack, ns
4_1_cts: -0.2024 / 332 / 8.168
3_3_place_gp: -3.291 / 330 / 8.543
5_1_grt: -0.1757 / 332 / 8.205
3_5_place_dp: -3.653 / 330 / 8.530
6_report: 0 / 332 / 8.170
2_1_floorplan: 0 / 236 / 7.576
critical path, delay by kind of cell:
family / cells / cell delay [ns]
simple gates: 1 / 0.15
buf+inv: 7 / 0.51
fa+ha+maj: 25 / 10.28
what timing repair did:
item | 4_1_cts | 5_1_grt
buffers inserted | 2 | 0
resized | 56 | 5
pin swaps | 52 | 32
endpoints found under the setup margin | 5 | 4
cells by family (layout without fill, tap and decap cells):
| family | Yosys count | after routing | synth area share (%) |
|---|---|---|---|
| AND/OR/NAND/NOR | 100 | 100 | 23.29 |
| adder cells (fa/ha/maj) | 90 | 90 | 66.96 |
| buffers and inverters | 46 | 75 | 9.753 |
final timing paths:
kind  from  endpoint  slack [ns]  depth (start not counted)
max   y[0]     z[18]        0.14                         33
min   x[0]      z[1]        8.17                          4
placed cells by master (no fill, tap or decap):
cell type        Yosys  routed
buf_2                0       3
dlygate4sd2_1        0       1
fa_2                 0      66
and2_4               0       4
inv_1               25      20
ha_1                10       9
dlymetal6s2s_1       0       1
ha_4                 0       1
buf_4               21       8
inv_2                0       5
buf_8                0       1
fa_1                80      14
nand2_2              0       1
clkdlybuf4s50_1      0      31
and2_2               2       1
buf_6                0       4
nand2_1             11      10
clkbuf_2             0       1
and2_1              87      84
